==> /design/flow/design.v <==
`timescale 1ns / 1ps
module clock_div(
    input masCLK,
    output reg CLK=0
    );
    reg [29:0] tictoc2=0;
    always@(posedge masCLK)
    begin
     if(tictoc2<50000000) 
      tictoc2<=tictoc2+1'b1;
     else
     begin
      tictoc2<=0;
      CLK<=~CLK;
     end
    end
endmodule
==> /design/flow/run.sh <==
#!/bin/bash
# OpenROAD 26Q1-2900-gdf79404cd8, Yosys 0.63+post, stock flow scripts
make -C /OpenROAD-flow-scripts/flow DESIGN_CONFIG=/design/flow/config.mk WORK_HOME=/design/flow/orfs finish
==> /design/flow/config.mk <==
export PLATFORM = sky130hd
export DESIGN_NAME = clock_div
export DESIGN_NICKNAME = clock_div
export VERILOG_FILES = /design/flow/design.v
export SDC_FILE = /design/flow/constraint.sdc
export NUM_CORES = 4
export LEC_CHECK = 1
export CORE_AREA = 10 10 91 91
export DIE_AREA = 0 0 101 101
==> /design/flow/constraint.sdc <==
current_design clock_div

set clk_period 3.1
set clk_io_pct 0.2

create_clock -name clk0 -period $clk_period [get_ports {masCLK}]

set non_clock_inputs [all_inputs -no_clocks]
set_input_delay [expr $clk_period * $clk_io_pct] -clock clk0 $non_clock_inputs
set_output_delay [expr $clk_period * $clk_io_pct] -clock clk0 [all_outputs]
==> reports/summary.json <==
{
  "wl_per_cell_um": 12.2,
  "final.min_clock_period_ps": 2270,
  "grt_max_degree": 16,
  "dp_cells": 243,
  "final_max_slew_viol_count": 0,
  "p_leak_nw": 0.456,
  "setup-tns-final_ps": 0,
  "antenna_cells": 0,
  "finalNonFillerCells": 251,
  "die_x_size_um": 101,
  "reg2reg_setup_slack_ps": 830,
  "edff_count_synth": 1,
  "layout-drive-gt1-share": 0.0977,
  "cts_repair_resize_count": 0,
  "ys_dominant_reg_cell": "sky130_fd_sc_hd__dfxtp_1",
  "worstHoldPathCells": 1,
  "postSynthCellCount": 169,
  "cts-hold-fix-buffers": 0,
  "synth_sequential_area_ratio": 0.420,
  "ys_cells": 169,
  "power-per-cell-area_nw_per_um2": 450,
  "syn_area_um2": 1500,
  "dpl.hpwl_um": 2110,
  "clkLatencyLatePin_ps": 280,
  "wire_length_of_the_first_global_routing_pass_um": 5350,
  "port_buffers": 1,
  "final_design_area_no_fill_um2": 1700,
  "synth.avg_cell_area_um2": 8.88,
  "cts.repair_timing.setup_buffer_count": 0,
  "timing.critical_path.slowest_cell_delay_ps": 720,
  "fin_worst_skew_ps": 3.71,
  "dpl-instance-area_um2": 1600,
  "slew-limit-headroom": 0.465,
  "worst_r2r_path_depth": 5,
  "crit_end": "CLK$_DFFE_PP_",
  "area.growth.synth_to_final_pct": 13.3,
  "top_level_ports": 2,
  "ys_types": 38,
  "synth_warnings": 1,
  "fp_util": 0.236,
  "dr.first_iter.drc_count": 61,
  "min_period_over_period": 0.733,
  "critical_path_fanouts_max": 15,
  "design.core.area_um2": 6350,
  "crit_chain": "and3_1 > nand4_1 > nor3_2 > buf_4 > or2_1",
  "timing.critical_path.from": "tictoc2[21]$_SDFF_PP0_",
  "globalRouteTotalUtil": 0.0606,
  "antenna_violating_nets_post_route": 0,
  "ys_seq_elements": 31,
  "min-delay-path-class": "reg -> reg",
  "rsz_0062_raised_after_global_routing": "no",
  "clock_path_buffers": 2,
  "critical_path.startpoint_type": "flop",
  "worst-setup-path-type": "reg -> reg",
  "r2r-start": "tictoc2[21]$_SDFF_PP0_",
  "crit-reg2reg-capture": "CLK$_DFFE_PP_",
  "grt_pass1_vias": 1182,
  "crit_required_ps": 3100,
  "tritoncts": "built",
  "clkSlewWorstSetupHoldPaths_ps": 60,
  "drt_total_wl_um": 3070,
  "worst_ep_arrival_time_ps": 2280,
  "cp_slowest_cell": "sky130_fd_sc_hd__nor3_2",
  "yosysChipArea_um2": 1500,
  "stage_log_warnings": 25,
  "firstDrtPassIters": 4,
  "grt.overflow.total": 0,
  "tritoncts_num_sinks": 31,
  "number_of_buffers_created_by_cts": 5,
  "drc_errors": 0,
  "hold_viol": 0,
  "fin_worst_hold_slack_ps": 490,
  "timing_worst_slew_pin_value_ps": 799,
  "ctsHtreeMaxLevel": 2,
  "synth-async-reset-ratio": 0,
  "maximum_resistive_drop_on_vdd_mv": 0.265,
  "finalSetupViolations": 0,
  "result_of_the_run": "finished clean",
  "floorplan.die.height_um": 101,
  "grt_antenna_before_repair": 0,
  "worst_setup_path_end_kind": "flop",
  "core.rowCount": 29,
  "clk_root_buffer_cell": "sky130_fd_sc_hd__clkbuf_8",
  "vias": 1243,
  "route.detailed.vias_per_inst": 4.95,
  "fp.dieArea_um2": 10200,
  "globalplace.congestion": 0.837,
  "max-cap-violations": 0,
  "max_clock_freq_mhz": 440
}
## worst max-delay path, delay by kind of cell (launching register included)
family,cells,cell delay [ps]
AND/OR/NAND/NOR,4,1260
flip-flops,1,390
buffers and inverters,1,340
## power breakdown
| group | leakage, nW | total (W) | switching, W | internal [W] |
|---|---|---|---|---|
| sequential | 0.253 | 0.000409 | 0.00000189 | 0.000407 |
| combinational | 0.151 | 0.0000105 | 0.00000485 | 0.00000567 |
| clock | 0.0515 | 0.000346 | 0.000144 | 0.000202 |
| total | 0.456 | 0.000766 | 0.000151 | 0.000615 |
## routing by layer
layer	routed length, um	GRT usage
met1	1620	0.0926
met2	1280	0.0855
met3	125	0.0146
met4	43	0.00965
met5	0	0
## how the worst min path moves through the flow
stage,start,to,slack (ps)
final,tictoc2[0]$_SDFF_PP0_,tictoc2[0]$_SDFF_PP0_,490
after global routing,tictoc2[23]$_SDFF_PP0_,tictoc2[23]$_SDFF_PP0_,510
after CTS,tictoc2[0]$_SDFF_PP0_,tictoc2[0]$_SDFF_PP0_,490
## sequential cells by signal, summed over array words and instances (netlist names)
signal,count
CLK,1
tictoc2,30
## per-stage QoR
step	total power, W	util	worst slack [ps]
finish	0.000766	0.268	827
global placement	0.000429	0.252	872
floorplan	0.000421	-	1240
CTS	0.000774	0.268	844
global route	0.000794	0.268	707
detailed placement	0.000429	0.252	850
## cells in the final DEF, fill, tap and decap left out, drive strengths merged
cell / instances
a211oi: 11
a21oi: 2
and2: 1
and3: 4
and4: 1
buf: 2
clkbuf: 8
clkdlybuf4s50: 1
conb: 4
dfxtp: 30
edfxtp: 1
ha: 1
inv: 2
nand2: 12
nand3: 9
nand4: 10
nand4b: 2
nand4bb: 1
nor2: 6
nor2b: 1
nor3: 18
nor3b: 1
nor4: 3
o21ai: 6
o31ai: 6
o41ai: 1
or2: 4
or3: 5
or3b: 1
or4: 7
xnor2: 10
xor2: 3
## Yosys cell counts, drive strengths merged, types with 2 or more instances
master	n	area [um2]
or4	7	56.3
nor3	18	95.1
or3	5	31.3
a211oi	11	87.6
and3	4	25.0
nor2	6	22.5
nand4	10	77.6
nand2	12	45.0
nand3	9	45.0
nand4b	2	17.5
nor4	3	25.0
clkbuf	7	26.3
o31ai	6	45.0
a21oi	2	10.0
buf	2	10.0
dfxtp	30	601
xor2	3	26.3
inv	2	7.51
o21ai	6	30.0
or2	4	25.0
xnor2	10	87.6
## area by class of cell
class / count / area (um2)
Timing Repair Buffer: 3 / 25.0
Tap cell: 77 / 96.3
Inverter: 2 / 7.51
Sequential cell: 31 / 631
Fill cell: 649 / 4650
Multi-Input combinational cell: 130 / 841
Clock buffer: 8 / 100
## kinds of logic (layout without fill, tap and decap cells)
group | after synthesis | after routing | synth area share
buf+inv | 11 | 13 | 0.0292
flops | 31 | 31 | 0.420
compound gates | 26 | 26 | 0.121
other cells | 1 | 4 | 0.00250
simple gates | 86 | 86 | 0.343
fa+ha+maj | 1 | 1 | 0.00834
xor+xnor | 13 | 13 | 0.0759
No activity file was given, so power comes from the tool's default toggle rates.

--- flow/run.sh ---
#!/bin/bash
# OpenROAD 26Q1-2900-gdf79404cd8, Yosys 0.63+post, stock flow scripts
make -C /OpenROAD-flow-scripts/flow DESIGN_CONFIG=/design/flow/config.mk WORK_HOME=/design/flow/orfs finish
--- flow/config.mk ---
export PLATFORM = sky130hd
export DESIGN_NAME = vertical_counter
export DESIGN_NICKNAME = vertical_counter
export VERILOG_FILES = /design/flow/design.v
export SDC_FILE = /design/flow/constraint.sdc
export NUM_CORES = 4
export LEC_CHECK = 1
export CORE_AREA = 10 10 81 81
export DIE_AREA = 0 0 91 91
--- flow/constraint.sdc ---
current_design vertical_counter

set clk_period 3.1
set clk_io_pct 0.2

create_clock -name clk0 -period $clk_period [get_ports {clk_25MHz}]

set non_clock_inputs [all_inputs -no_clocks]
set_input_delay [expr $clk_period * $clk_io_pct] -clock clk0 $non_clock_inputs
set_output_delay [expr $clk_period * $clk_io_pct] -clock clk0 [all_outputs]
--- flow/design.v ---
module vertical_counter(
    input clk_25MHz,
    input enable_V_Counter,
    output reg [15:0] V_Count_Value=0
    );
    always@(posedge clk_25MHz) begin
    if(enable_V_Counter == 1'b1) begin
        if(V_Count_Value <524)
          V_Count_Value <= V_Count_Value +1;
        else V_Count_Value<=0;
    end
    end
endmodule
==> impl_metrics.ini <==
; physical design summary
[floorplanning]
core.rowCount = 25
coreArea_sq_mm = 0.004817
chipHeight_microns = 91
floorplan.core_util_pct = 15.90
io_pins = 18
die_width_microns = 91
dieArea_sq_mm = 0.008281

[final_timing]
fin_ws_ps = 1256
whs_ps = 679.7
hold_viol_final = 0
fin_setup_tns_ps = 0
skew_ps = 2.834
period_used_pct = 59.47
period_needed_ps = 1844
rsz0062_at_grt = false
finalMaxSlewViolations = 0
timing.fmax_ghz = 0.5424
relSlewSlack_pct = 53.58
setup_viol = 0
worstMarginPinSlew_ps = 694.2

[grt]
antenna_found_initial = 0
grt_start_max_net_pins = 17
grt_pass1_vias = 580
grt_pass1_wl_mm = 2.829
overflow = 0
grt.total_usage_pct = 4.067

[cts]
numClockSinks = 16
cts_made_buffers = 3
ctsHoldBuffers = 0
cts_resized = 0
clk_latency_ps = 240
cts_setup_buffers = 0
cts_tree = yes
clock_path_buffers = 2
clkTransAtPathRegs_ps = 60
root_buffer = clkbuf_8
h-tree-depth = 1

[setup_path]
crit_chain = clkdlybuf4s50_1
crit_path_end_kind = output port
slowest_delay_ps = 520
regToRegSetupSlack_ps = 1580
worstSetupStartpoint = V_Count_Value[2]
crit_path_start_kind = register
worstPathRequired_ps = 2480
crit_family = buffers and inverters
path_buffers = 1
crit_fanout = 6
cp.arrival_ps = 1220
crit_type = register to output port
crit_slowest_cell = clkdlybuf4s50_1
reg2reg_to = V_Count_Value[8]
timing.rr.start = V_Count_Value[0]
r2r_cells = 4

[synthesis]
top_area_share_pct = 62.75
yosys_most_used_dff = edfxtp_1
synth_top_cell_by_area = edfxtp_1
avgSynthCellArea_sq_um = 13.92
synth_cell_types = 21
top_cells_by_area = edfxtp_1, a211oi_2, or3_1
ys_seq_share_pct = 62.75
ys_ff = 16
yosysMostFrequentCell = edfxtp_1
ys_chip_area_sq_um = 765.7
top_cells_by_count = edfxtp_1, a211oi_2, or3_1, nor3_1, o21ai_0
synth.cell_area_sq_um = 765.7
ys_cells = 55
synth_cells = 55
edf_count = 16
async_flop_share_pct = 0
ys_warn_count = 1

[hold_path]
min_delay_path_depth = 1
min_path_type = register to register
min_to = V_Count_Value[0]
hold_start = V_Count_Value[0]

[cells_and_area]
area.growth.synth_to_final_pct = 41.01
drive_gt1_share_pct = 15.00
fill_cells = 534
largest_reg_flops = 16
top_register = V_Count_Value
top_regs = V_Count_Value x16

[detailed_routing]
drtIter0Drc = 35
wirelength_mm = 1.586
vias = 534
wire_per_inst_microns = 10.79
first_pass_iters = 4
diodes = 0
route.detailed.drc = 0
routed_via_density = 3.633
ant_nets = 0

[power_and_ir_drop]
internal_power_mw = 0.3594
swShare_pct = 19.06
seqPwrFrac_pct = 58.8
p_leak_nw = 0.3260
p_switching_mw = 0.08462
power_frac_comb_pct = 8.4
clockPowerShare_pct = 32.8
ir_worst_vdd_v = 0.0002598
power.density_mw_per_mm2 = 411.2

[placed_design]
port_buffers = 17
pre_cts_ws_ps = 1169
post-dp-hpwl_mm = 1.254
routabilityCongestion = 0.7758

[status]
status = complete, no violations

[run]
drv_cap = 0
tool_warnings = 25
[cell type report]
class	count	area (sq um)	area share, %
clock buffer	3	41.29	3.824
inverter	3	11.26	1.043
multi-input combinational	41	292.8	27.11
sequential	16	480.5	44.50
tap	67	83.83	7.764
timing repair buffer	17	170.2	15.76
[per-layer routing]
layer	vias to the layer above	global-route usage [%]	share of wire (%)	wire [microns]
met5	-	0	0	0
met4	0	0.2611	0.50	8
met3	2	1.909	9.1	145
met2	23	6.146	45	712
met1	247	5.486	45	720
li1	262	-	-	-
[through the flow]
| step | power [mW] | instance area (sq um) | utilization [%] | cells |
|---|---|---|---|---|
| after floorplan | 0.2718 | 784.5 | - | 60 |
| after global placement | 0.3034 | 1039 | 21.56 | 144 |
| after detailed placement | 0.3042 | 1039 | 21.56 | 144 |
| after CTS | 0.4517 | 1080 | 22.42 | 147 |
| after global routing | 0.4700 | 1080 | 22.42 | 147 |
| final | 0.4440 | 1080 | 22.42 | 147 |
[power by group through the flow]
stage	logic [mW]	clock network [mW]	registers, mW
CTS	0.0384	0.152	0.262
global route	0.0418	0.165	0.263
finish	0.0373	0.145	0.261
[logic make-up (layout without fill, tap and decap cells)]
group / after synthesis / after routing / synth area share [%]
simple gates: 20 / 20 / 16.67
flops: 16 / 16 / 62.74
compound gates: 11 / 11 / 13.56
xor+xnor: 3 / 3 / 3.432
buf+inv: 3 / 23 / 1.470
fa+ha+maj: 1 / 1 / 1.634
other cells: 1 / 6 / 0.4897
[worst max path at each step]
stage	end	slack [ps]	cells after the start
CTS	V_Count_Value[2]	1230	1
global route	V_Count_Value[2]	1190	1
finish	V_Count_Value[2]	1260	1
[placed cells by master (no fill, tap or decap), drive strengths merged, types with 2 or more instances in the layout]
cell type,count
nand4,2
nor4,2
edfxtp,16
nand3,3
nor3,4
a21oi,2
clkbuf,3
nand2,2
inv,3
o21ai,4
a211oi,5
clkdlybuf4s50,17
or3,5
conb,6
xnor2,2
Power figures rest on the tool's default switching activity, not on a simulated workload.

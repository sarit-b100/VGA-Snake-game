## flow/config.mk

```make
export PLATFORM = sky130hd
export DESIGN_NAME = horizontal_counter
export DESIGN_NICKNAME = horizontal_counter
export VERILOG_FILES = /design/flow/design.v
export SDC_FILE = /design/flow/constraint.sdc
export NUM_CORES = 4
export LEC_CHECK = 1
export CORE_AREA = 10 10 70 70
export DIE_AREA = 0 0 80 80
```

## flow/constraint.sdc

```tcl
current_design horizontal_counter

set clk_period 3.3
set clk_io_pct 0.2

create_clock -name clk0 -period $clk_period [get_ports {clk_25MHz}]

set non_clock_inputs [all_inputs -no_clocks]
set_input_delay [expr $clk_period * $clk_io_pct] -clock clk0 $non_clock_inputs
set_output_delay [expr $clk_period * $clk_io_pct] -clock clk0 [all_outputs]
```

## flow/design.v

```verilog
module horizontal_counter(
    input clk_25MHz,
    output reg enable_V_Counter=0,
    output reg [15:0] H_Count_Value=0
    );
   always@(posedge clk_25MHz) begin
       if(H_Count_Value < 799) begin
          H_Count_Value<=H_Count_Value+1;
          enable_V_Counter<=0;
       end
       else begin
           H_Count_Value<=0;
           enable_V_Counter<=1;
       end
   end
endmodule
```

## flow/run.sh

```bash
#!/bin/bash
# OpenROAD 26Q1-2900-gdf79404cd8, Yosys 0.63+post, stock flow scripts
make -C /OpenROAD-flow-scripts/flow DESIGN_CONFIG=/design/flow/config.mk WORK_HOME=/design/flow/orfs finish
```

==> results.sh <==
# physical design summary
export IMPL_critical_path_start_type="register"
export IMPL_die_ht_um=80
export IMPL_distinct_lib_cells=24
export IMPL_synth_area_per_cell_um2=10.29
export IMPL_cts_root_buffer_cell="clkbuf_4"
export IMPL_areaGrowthSynthToFinish_pct=44.74
export IMPL_vias=495
export IMPL_power_leakage_nw=0.2751
export IMPL_crit_path_cell_trace="clkdlybuf4s50_1"
export IMPL_drv_slew=0
export IMPL_dp_final_hpwl_um=1023
export IMPL_clkTransAtPathRegs_ns=0.09
export IMPL_drv_cap=0
export IMPL_yosys_most_used_dff="dfxtp_1"
export IMPL_place_gp_congestion=0.7898
export IMPL_run_status="completed"
export IMPL_synth_cells=59
export IMPL_synth_yosys_seq_area_share_pct=56.08
export IMPL_core_area_um2=3416
export IMPL_chipWidth_um=80
export IMPL_firstDrtPassIters=2
export IMPL_power_density_cell_area_nw_per_um2=370.9
export IMPL_highest_layer="met4"
export IMPL_yosysTopAreaCellShare_pct=56.08
export IMPL_holdCritPathClass="reg -> reg"
export IMPL_timing_final_crit_period_ns=1.911
export IMPL_clock_skew_final_ns=0.006817
export IMPL_finalClockPeriodUsage_pct=57.91
export IMPL_wl_um=1331
export IMPL_yosysTopAreaCell="dfxtp_1"
export IMPL_cts_hold_buffers_added=0
export IMPL_cts_resized_gates=0
export IMPL_remaining_number_of_nets_flagged_by_the_antenna_check_after_routing=0
export IMPL_vdd_drop_max_mv=0.1347
export IMPL_hold_worst_slack_ns=0.5022
export IMPL_slowest_delay_ns=0.51
export IMPL_layout_drive_gt1_share_pct=10.71
export IMPL_warning_count=25
export IMPL_synth_area_top_cells="dfxtp_1 56%, a211oi_1 4.9%, a211oi_2 4.1%"
export IMPL_yosys_register_bits=17
export IMPL_grt_setup_unrepaired="false"
export IMPL_clockBufferDepth=2
export IMPL_final_hold_violation_count=0
export IMPL_timing_setup_tns_ns=0
export IMPL_synth_yosys_chip_area_um2=606.8
export IMPL_timing_final_setup_violations=0
export IMPL_globalRoute_totalOverflow=0
export IMPL_clock_insertion_delay_worst_skew_ns=0.28
export IMPL_kind_of_critical_path="reg -> out"
export IMPL_layout_utilization_pct=25.71
export IMPL_final_fill_count=388
export IMPL_synth_edff_count=0
export IMPL_cpMaxStageDelayCell="clkdlybuf4s50_1"
export IMPL_remaining_drc_errors=0
export IMPL_io_pins=18
export IMPL_critPathRequiredTime_ns=2.64
export IMPL_path_max_fanout=6
export IMPL_grt_total_usage_pct=4.061
export IMPL_drt_wirelength_per_cell_um=10.24
export IMPL_max_clock_freq_mhz=523.2
export IMPL_first_pass_grt_wire_length_um=2139
export IMPL_h_tree_depth=1
export IMPL_clkSinkCount=17
export IMPL_antennaDiodeCount=0
export IMPL_synthesis_yosys_warnings=1
export IMPL_port_buffers=17
export IMPL_number_of_cts_inserted_buffers=3
export IMPL_synthesis_area_um2=606.8
export IMPL_critical_path_endpoint_type="primary output"
export IMPL_synth_yosys_num_cells=59
export IMPL_worst_ep_arrival_time_ns=1.25
export IMPL_detail_route_iter0_violations=2
export IMPL_worst_path_dominant_cell_family="buffers and inverters"
export IMPL_antenna_found_initial=0
export IMPL_die_area_um2=6400
export IMPL_detailroute_wirelength_met3_um=133
export IMPL_mostFrequentLayoutCells="17 x dfxtp_1, 17 x clkdlybuf4s50_1, 6 x conb_1"
export IMPL_tritoncts_clock_tree="yes"
export IMPL_fp_util_pct=17.77
export IMPL_average_via_count_per_standard_cell=3.808
export IMPL_grt_pass1_vias=476
export IMPL_async_reset_ff_share_pct=0
export IMPL_fp_row_count=21
export IMPL_met2RoutedLength_um=562
export IMPL_post_cts_repair_setup_buffers=0
export IMPL_critical_path_n_buffers_inverters=1
export IMPL_grt_max_degree=12
export IMPL_met1Wirelength_um=628
-- metal layers --
metal | GRT usage [%] | up-vias
met2 | 5.538 | 12
met3 | 2.159 | 2
li1 | - | 255
met1 | 5.506 | 226
met4 | 0.8803 | 0
met5 | 0 | -
-- cell families (layout without fill, tap and decap cells) --
kind of cell | count (synthesis) | count (layout) | synth area share, %
flip-flops | 17 | 17 | 56.08
other | 1 | 6 | 0.6180
buffers and inverters | 5 | 25 | 3.297
XOR/XNOR | 3 | 3 | 4.331
adder cells (fa/ha/maj) | 1 | 1 | 2.062
AND-OR/OR-AND | 10 | 10 | 12.78
AND/OR/NAND/NOR | 22 | 22 | 20.82
-- worst paths after layout --
kind	startpoint	to	slack (ns)	cells past startpoint
hold reg to reg	H_Count_Value[9]$_SDFF_PP0_	H_Count_Value[9]$_SDFF_PP0_	0.50	2
setup reg to reg	H_Count_Value[0]$_SDFF_PP0_	H_Count_Value[8]$_SDFF_PP0_	1.78	4
hold / removal	H_Count_Value[9]$_SDFF_PP0_	H_Count_Value[9]$_SDFF_PP0_	0.50	2
setup / recovery	H_Count_Value[2]$_SDFF_PP0_	H_Count_Value[2]	1.39	1
-- report_power, final --
part	switching (W)	internal, W	leakage (nW)
Sequential	0.00000188	0.000209	0.139
Clock	0.0000591	0.0000468	0.0150
Combinational	0.00000193	0.00000681	0.121
Total	0.0000629	0.000263	0.275
-- registers in the layout (all words and copies together) (netlist names) --
| name | count |
|---|---|
| H_Count_Value | 16 |
| enable_V_Counter | 1 |
-- area by class of cell --
class,instances,area (um^2),area share (%)
clock buffer,4,26.28,2.991
timing repair buffer,18,177.7,20.23
inverter,3,11.26,1.282
multi-input combinational,42,265.3,30.20
sequential,17,340.3,38.75
tap,46,57.56,6.553
-- worst reg2reg max path: stages (launching register included) --
cell and delay [ns]:
dfxtp_1 0.41, ha_1 0.23, nand4_1 0.20, or3_1 0.39
a211oi_1 0.22
-- stage by stage --
stage                     power (W)  setup WS, ns  instances  area, um^2
after floorplan           0.0002163         1.936         64       625.6
after global placement    0.0002249         1.723        126       852.1
after detailed placement  0.0002252         1.707        126       852.1
after CTS                 0.0003311         1.372        130       878.3
after global routing      0.0003446         1.310        130       878.3
final                     0.0003258         1.389        130       878.3
-- cells in the mapped netlist (2+ instances only) --
master	instances
dfxtp_1	17
nor3_1	5
a211oi_1	4
inv_1	3
nand2_1	3
nand3_1	3
o21ai_0	3
a211oi_2	2
or3_1	2
or4_1	2
xor2_1	2
Power is estimated from default activity; no workload was simulated.
